<file path="design/flow/run.sh">
#!/bin/bash
# OpenROAD 26Q1-2900-gdf79404cd8, Yosys 0.63+post, stock flow scripts
make -C /OpenROAD-flow-scripts/flow DESIGN_CONFIG=/design/flow/config.mk WORK_HOME=/design/flow/orfs finish
</file>
<file path="design/flow/config.mk">
export PLATFORM = sky130hd
export DESIGN_NAME = mc10181
export DESIGN_NICKNAME = mc10181
export VERILOG_FILES = /design/flow/design.v
export SDC_FILE = /design/flow/constraint.sdc
export NUM_CORES = 4
export LEC_CHECK = 1
export CORE_AREA = 10 10 70 70
export DIE_AREA = 0 0 80 80
</file>
<file path="design/flow/constraint.sdc">
current_design mc10181

set clk_period 2.6
set clk_io_pct 0.2

create_clock -name clk0 -period $clk_period

set non_clock_inputs [all_inputs -no_clocks]
set_input_delay [expr $clk_period * $clk_io_pct] -clock clk0 $non_clock_inputs
set_output_delay [expr $clk_period * $clk_io_pct] -clock clk0 [all_outputs]
</file>
<file path="design/flow/design.v">
`timescale 1ns/1ns
module mc10181(input bit [0:3] S,
               input bit M,
               input bit [0:3] A,
               input bit [0:3] B,
               input bit CIN,
               output bit [0:3] F,
               output bit CG,
               output bit CP,
               output bit COUT);
  bit [3:0] G, P;
  bit notGG;
  assign G = ~(~({4{S[3]}} | B | A) | ~({4{S[2]}} | A  | ~B));
  assign P = ~(~({4{S[1]}} | ~B   ) | ~({4{S[0]}} | B) | ~A);
  assign F = ~(G ^ P ^
               {~(M | G[2]) |
                ~(M | P[2] | G[1]) |
                ~(M | P[2] | P[1] | G[0]) |
                ~(M | P[2] | P[1] | P[0] | CIN),
                ~(M | G[1]) |
                ~(M | P[1] | G[0]) |
                ~(M | P[1] | P[0] | CIN),
                ~(M | G[0]) |
                ~(M | P[0] | CIN),
                ~(M | CIN)});
  assign notGG = ~G[3] |
                 ~(P[3] | G[2]) |
                 ~(P[3] | P[2] | G[1]) |
                 ~(P[3] | P[2] | P[1] | G[0]);
  assign CG = ~notGG;
  assign CP = ~|P;
  assign COUT = ~(notGG | ~(CP | CIN));
endmodule  
</file>
==> impl_metrics.json <==
{
  "outcome": "finished clean",
  "placement_stage_worst_setup_slack_ns": -0.468,
  "min_path_type": "input port to primary output",
  "met2WireLength_um": 775,
  "pwr-share-seq_pct": 0,
  "fmax_ghz": 0.393,
  "ir_worst_vdd_uv": 28.6,
  "pwr_density_cell_mw_per_mm2": 196,
  "dieArea_mm2": 0.00640,
  "total_vias_in_the_final_route": 462,
  "globalRouteTotalUtil_pct": 4.32,
  "most_frequent_cells_after_synthesis": "sky130_fd_sc_hd__nor2_1, sky130_fd_sc_hd__a21oi_1, sky130_fd_sc_hd__nand2_1",
  "drt-initial-drc-count": 31,
  "setup_violations": 0,
  "report.final.hold_viol_count": 0,
  "placementRows": 21,
  "rsz0062_at_grt": "yes",
  "gp_routability_congestion": 0.728,
  "synth-area-yosys_um2": 328,
  "timing.max_cap.violations": 0,
  "final.period_utilization_pct": 97.9,
  "net-switching-power_mw": 0.0594,
  "fp_util_pct": 9.60,
  "top_signal_layer_used": "met3",
  "internal-power_mw": 0.0905,
  "io_buffer_count": 21,
  "crit_required_ns": 2.08,
  "drt_drc_violations_left": 0,
  "detailed_route_wirelength_on_metal3_um": 54,
  "criticalPathCategory": "input port to primary output",
  "syn_inst": 45,
  "drt-pass1-iter-count": 2,
  "leading_area_contributor_after_synthesis": "sky130_fd_sc_hd__mux2_2",
  "antenna_left": 0,
  "total_power_mw": 0.150,
  "final.setup.worst_slack_ns": 0.0534,
  "die_y_um": 80,
  "crit_path_max_incr_delay_ns": 0.50,
  "post-synth-top-count-cell": "sky130_fd_sc_hd__nor2_1",
  "timing.hold.ws_ns": 1.64,
  "post_dp_cell_area_um2": 704,
  "worstPathCellList": "clkdlybuf4s50_1 -> mux2_4 -> o21ai_2 -> xor2_1 -> clkdlybuf4s50_1",
  "end_kind": "primary output",
  "topCellsByArea": "sky130_fd_sc_hd__mux2_2, sky130_fd_sc_hd__nor2_1, sky130_fd_sc_hd__xor2_1",
  "vias_in_the_first_global_route": 473,
  "core_outline_area_mm2": 0.00342,
  "min_delay_path_depth": 5,
  "synthDominantCellAreaShare_pct": 10.3,
  "final_core_utilization_pct": 22.3,
  "comb_power_share_pct": 100.0,
  "grt_antenna_before_repair": 0,
  "wl_met1_um": 566,
  "flow.area_growth_from_synthesis_pct": 133,
  "power.static_leakage_nw": 0.364,
  "tightest_slew_margin_relative_to_the_limit_pct": 79.8,
  "warning_count": 33,
  "critical_path.slowest_cell": "sky130_fd_sc_hd__clkdlybuf4s50_1",
  "postSynthSeqShare_pct": 0,
  "hpwlAfterDp_mm": 1.17,
  "period_minus_slack_ns": 2.55,
  "synthDistinctLibCells": 24,
  "grt_pass1_wl_mm": 2.28,
  "diode_insertion_count_for_antenna_repair": 0,
  "final.clkbuf_count": 0,
  "arrival_ns": 2.03,
  "mappedNetlistArea_um2": 328,
  "netSwitchingFraction_pct": 39.6,
  "min_to": "F[0]",
  "final-max-slew-violation-count": 0,
  "path_common_cell": "sky130_fd_sc_hd__clkdlybuf4s50_1",
  "average_wire_length_per_cell_after_detail_routing_um": 10.8,
  "grt_overflow_total": 0,
  "timing_worst_slew_pin_value_ns": 0.303,
  "p_clk_share_pct": 0,
  "ys_warn_count": 0,
  "grt_max_degree": 6,
  "worstPathMaxFanout": 2,
  "boundaryPins": 21,
  "die_width_um": 80,
  "vias_per_cell": 3.58,
  "fin_area_um2": 763,
  "routed_wl_mm": 1.40,
  "ctsHoldBuffers": 0,
  "area.sequential_um2": 0,
  "final_layout_size_suffix_gt1_share_pct": 51.8,
  "crit_path_start_kind": "input port",
  "syn_area_per_cell_um2": 7.28,
  "nFlopsAndLatches": 0,
  "hold_path.startpoint": "S[1]",
  "cell_count_in_the_yosys_report": 45
}
-- timing repair --
item / CTS / global route
gates resized: 29 / 11
endpoints found under the setup margin: 7 / 5
pin swaps: 10 / 6
buffers inserted: 2 / 0
-- per-layer routing --
metal  vias up  track usage [%]
met1       214             5.01
li1        242                -
met2         6             8.43
met4         0                0
met3         0            0.682
met5         -                0
-- logic make-up after synthesis --
group	share of synthesized area [%]
XOR/XNOR	10.7
AND-OR/OR-AND	43.1
multiplexers	18.3
buffers and inverters	6.87
AND/OR/NAND/NOR	21.0
-- layout make-up --
| class | instances | area, µm² |
|---|---|---|
| timing repair buffer | 39 | 324 |
| tap | 46 | 57.6 |
| fill | 368 | 2650 |
| inverter | 3 | 11.3 |
| multi-input combinational | 41 | 370 |
-- placed cells by master (no fill, tap or decap), types with 2 or more instances in the layout --
| cell type | instances |
|---|---|
| sky130_fd_sc_hd__buf_4 | 18 |
| sky130_fd_sc_hd__xor2_1 | 3 |
| sky130_fd_sc_hd__o21ai_2 | 2 |
| sky130_fd_sc_hd__clkdlybuf4s50_1 | 7 |
| sky130_fd_sc_hd__dlygate4sd2_1 | 6 |
| sky130_fd_sc_hd__nor2_1 | 6 |
| sky130_fd_sc_hd__dlymetal6s2s_1 | 2 |
| sky130_fd_sc_hd__nand2_1 | 5 |
| sky130_fd_sc_hd__a21oi_1 | 4 |
| sky130_fd_sc_hd__clkbuf_2 | 4 |
| sky130_fd_sc_hd__a211oi_2 | 2 |
| sky130_fd_sc_hd__inv_1 | 3 |
| sky130_fd_sc_hd__mux2_4 | 5 |
-- worst max-delay path, delay by kind of cell --
kind	cells	cell delay, ns
XOR/XNOR	1	0.16
AND-OR/OR-AND	1	0.13
buffers and inverters	2	0.92
multiplexers	1	0.31
-- power groups by stage --
stage | Clock, mW | Sequential (mW) | Combinational [mW]
4_1_cts | 0 | 0 | 0.154
5_1_grt | 0 | 0 | 0.164
6_report | 0 | 0 | 0.150
-- through the flow --
| stage | cells | setup TNS, ns |
|---|---|---|
| floorplan | 45 | 0 |
| global placement | 127 | -2.44 |
| detailed placement | 127 | -2.45 |
| CTS | 129 | 0 |
| global route | 129 | -0.0356 |
| finish | 129 | 0 |
-- worst max path at each step --
stage	slack, ns	end	cells after the start	from
finish	0.05	F[3]	5	S[3]
global route	-0.04	F[3]	5	S[3]
CTS	0.02	COUT	8	A[2]
No activity file was given, so power comes from the tool's default toggle rates.
