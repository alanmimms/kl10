===== flow/config.mk =====
export PLATFORM = sky130hd
export DESIGN_NAME = UCR4
export DESIGN_NICKNAME = UCR4
export VERILOG_FILES = /design/flow/design.v
export SDC_FILE = /design/flow/constraint.sdc
export NUM_CORES = 4
export LEC_CHECK = 1
export CORE_AREA = 10 10 70 70
export DIE_AREA = 0 0 80 80

===== flow/constraint.sdc =====
current_design UCR4

set clk_period 1.0
set clk_io_pct 0.2

create_clock -name clk0 -period $clk_period

set non_clock_inputs [all_inputs -no_clocks]
set_input_delay [expr $clk_period * $clk_io_pct] -clock clk0 $non_clock_inputs
set_output_delay [expr $clk_period * $clk_io_pct] -clock clk0 [all_outputs]

===== flow/design.v =====
`timescale 1ns/1ns
module UCR4(input bit RESET = 0,
            input bit [0:3] D,
            input bit CIN,
            input bit [0:1] SEL,
            input bit CLK,
            output bit [0:3] Q,
            output bit COUT);
  bit incOrDec = SEL[0] ^ SEL[1];
  bit carryClk;
  assign carryClk = incOrDec ? CIN : CLK;
  always_comb unique case (SEL)
              2'b00: COUT = 1;             
              2'b01: COUT = Q == '0;       
              2'b10: COUT = Q == 4'b1111;  
              2'b11: COUT = 0;             
              endcase
  always_ff @(posedge carryClk or posedge RESET) if (RESET) begin
    Q <= '0;
  end else unique case (SEL)
           2'b00: Q <= D;                     
           2'b01: if (CIN) Q <= Q - 4'b0001;  
           2'b10: if (CIN) Q <= Q + 4'b0001;  
           2'b11: ;                   
           endcase
endmodule

===== flow/run.sh =====
#!/bin/bash
# OpenROAD 26Q1-2900-gdf79404cd8, Yosys 0.63+post, stock flow scripts
make -C /OpenROAD-flow-scripts/flow DESIGN_CONFIG=/design/flow/config.mk WORK_HOME=/design/flow/orfs finish

==> summary.txt <==
Implementation run completed; key figures follow.

Critical path:
- Looking at the setup timing report, the critical path kind is input pin to output port.
- The run gives the top fanout value on the critical path as 2.
- The run gives the required time at the worst-slack endpoint as 0.80 ns.
- STA classifies the critical path endpoint as an output port.
- The run puts the arrival time reported for the critical path endpoint at 1.12 ns.
- The run gives the kind of start point of the critical path as an input pin.

Job:
- The run puts the max-cap check violation count at 0.
- The logs give a warning total of 39.

Yosys:
- The run puts the synthesized area at 452 µm².
- The run gives the dominant cell type by area after synthesis as sky130_fd_sc_hd__dfrtp_1.
- The synthesis report gives the async set-or-reset register share as 1.00.
- The run puts the mean cell area of the mapped netlist at 8.36 µm².
- The run gives the cell count listed in synth_stat.txt as 54.
- The run puts the synthesized flop and latch total at 4.
- In the post-synthesis netlist, the cell with the most instances is sky130_fd_sc_hd__ha_1.
- The run gives the count of library flops with an enable pin as 0.
- The synthesis report lists the most area-consuming cells as sky130_fd_sc_hd__dfrtp_1, sky130_fd_sc_hd__ha_1, sky130_fd_sc_hd__nor2b_1.
- The run puts the fraction of post-synthesis cell area in the top cell type by area at 0.222.
- The run gives the share of synthesized area occupied by flip-flops and latches as 0.222.
- The run gives the area of the synthesized netlist per yosys stat as 452 µm².
- The run gives the most used flip-flop cell after synthesis as sky130_fd_sc_hd__dfrtp_1.
- The cell count after synthesis came out at 54.
- For this run, the number of Yosys warnings is 1.
- The run gives the number of distinct standard cells referenced by the synthesized netlist as 26.
- The synthesis run shows the most used standard cells to be sky130_fd_sc_hd__ha_1, sky130_fd_sc_hd__inv_1, sky130_fd_sc_hd__o21ai_0.

GRT:
- The run gives the number of global-route vias before repair as 418.
- The run puts the first-pass GRT wire length at 1900 µm.
- The run puts the number of antenna violations at the first check in global routing at 0.
- The run puts the overall routing resource usage at 0.0343.
- The run puts the pin count of the biggest net entering global routing at 10.
- The run gives the global-route congestion overflow total as 0.

Clocking:
- The run puts the post-cts hold-fix buffer tally at 0.

Floorplan:
- The run puts the die footprint at 0.00640 mm².
- The die is 80 µm wide.
- The run gives the die boundary height as 80 µm.
- The run gives the pre-placement core utilization as 0.132.
- The run puts the number of I/O pins at 14.
- The run gives the number of rows created at floorplan as 21.
- In this run the standard cell core region covers 0.00342 mm².

Finish:
- The run puts the area added between synthesis and finish at 57.9%.
- Q holds more flip-flops than any other register.
- In the final layout, the registers with the most flip-flops are Q x4.
- The run puts the final standard cell count with taps included and fillers excluded at 118.
- The run puts the flip-flop count of the largest register after layout at 4.
- Per the final layout report, the fraction of cells sized above drive strength 1 comes to 0.222.

Final timing:
- The run gives the count of unclocked register or latch pins as 4.
- Post-route period utilization is reported as 1.32.
- Setup repair after global routing could not meet its margin everywhere.
- On the final layout, the worst hold slack is 0.952 ns.
- At the pin with the least slew margin, the transition time is 0.270 ns.
- The run puts the smallest setup slack after layout at -0.322 ns.
- The run puts the count of endpoints without a timing constraint at 8.
- The run gives the time the final worst path needs with I/O delays and setup as 1.32 ns.
- The final report lists the setup-violating endpoint count as 1.
- The run puts the count of pins over their slew limit at 0.
- The run puts the final-report hold violation count at 0.
- Headroom to the max-slew limit came out at 0.818.
- The run puts the highest achievable clock rate at 756 MHz.

Detailed routing:
- The run puts the first-pass detailed-route iteration total at 4.
- The run gives the number of antenna cells inserted as 0.
- The first routing iteration left 14 violations.
- The run puts the detailed-route DRC error count at 0.
- Once detail routing completed, the nets flagged for antenna violations numbered 0.
- The run puts the per-cell via count in the routed design at 3.74.
- The run gives the wire length reported by the detailed router as 1140 µm.
- The run gives the average wire length per cell after detail routing as 9.64 µm.
- The run puts the via total after detailed routing at 441.

Pwr:
- The run gives the maximum vdd drop as 0.000190 V.
- The run gives the ratio of total power to cell area as 377 mW/mm².
- The run gives the static leakage as 0.299 nW.

Place:
- The run gives the total half-perimeter wirelength after legalization and detailed placement as 987 µm.
- The run gives the count of port buffers added during placement as 14.
- After detailed placement, the design holds a cell count of 116.
- The run gives the placer's final routability congestion estimate as 0.795.

Status:
- The flow ran to the end, but the final reports show violations.
- The final reports fail on negative setup slack.

Worst hold path:
- The run gives the type of the tightest min-delay check as input pin to output port.
## cells by family after synthesis
logic type | count (synthesis) | synth area share
multiplexers | 2 | 0.0471
buffers and inverters | 7 | 0.0582
AND-OR/OR-AND | 17 | 0.249
flip-flops | 4 | 0.222
AND/OR/NAND/NOR | 16 | 0.211
adder cells (fa/ha/maj) | 7 | 0.194
XOR/XNOR | 1 | 0.0194
## per-layer routing
layer / share of wire / global-route usage / vias up / wire (µm)
li1: - / - / 228 / -
met1: 0.57 / 0.0594 / 203 / 649
met2: 0.40 / 0.0449 / 10 / 452
met3: 0.032 / 0.00341 / 0 / 36
met4: 0 / 0 / 0 / 0
met5: 0 / 0 / - / 0
## power by group
group          switching (mW)  leakage (nW)  internal, mW
clock                       0             0             0
combinational          0.0993         0.254         0.132
sequential             0.0153        0.0455        0.0227
## worst paths after layout
| kind | slack [ns] | to | depth (start not counted) | startpoint |
|---|---|---|---|---|
| setup / recovery | -0.32 | COUT | 6 | SEL[0] |
| hold / removal | 0.95 | COUT | 7 | SEL[0] |
## cell usage in the layout (no fill, tap or decap), types with 2 or more instances in the layout
master | netlist | routed
sky130_fd_sc_hd__nand2b_1 | 2 | 2
sky130_fd_sc_hd__a21oi_1 | 4 | 4
sky130_fd_sc_hd__nor2b_1 | 4 | 4
sky130_fd_sc_hd__clkdlybuf4s50_1 | 0 | 11
sky130_fd_sc_hd__inv_1 | 5 | 4
sky130_fd_sc_hd__dfrtp_1 | 4 | 4
sky130_fd_sc_hd__o21ai_0 | 5 | 4
sky130_fd_sc_hd__a31oi_1 | 3 | 3
sky130_fd_sc_hd__ha_1 | 7 | 6
sky130_fd_sc_hd__nand2_1 | 2 | 2
sky130_fd_sc_hd__nor2_1 | 2 | 2
sky130_fd_sc_hd__buf_4 | 0 | 6
## critical path: stages
cell,delay [ns]
sky130_fd_sc_hd__buf_8,0.11
sky130_fd_sc_hd__inv_12,0.04
sky130_fd_sc_hd__ha_4,0.11
sky130_fd_sc_hd__or4b_4,0.45
sky130_fd_sc_hd__o21ai_2,0.11
sky130_fd_sc_hd__buf_2,0.10
## final cells by class
type                       instances  area, µm²
tap                               46       57.6
sequential                         4        100
timing repair buffer              19        175
fill                             392       2700
inverter                           6       35.0
multi-input combinational         43        345
## repair_timing
action / in CTS / in global routing
resized: 17 / 0
setup buffers: 2 / 0
endpoints found under the hold margin: 0 / 0
endpoints found under the setup margin: 1 / 1
pin swaps: 2 / 0
## stage by stage
stage	setup slack, ns	area [µm²]	power (mW)	setup TNS [ns]	util
floorplan	-0.0704	480	0.165	-0.0704	-
global placement	-1.25	697	0.263	-1.25	0.204
detailed placement	-1.26	697	0.266	-1.26	0.204
CTS	-0.334	713	0.273	-0.334	0.209
global route	-0.357	713	0.302	-0.357	0.209
finish	-0.322	713	0.269	-0.322	0.209
No activity file was given, so power comes from the tool's default toggle rates.
