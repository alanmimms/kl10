`./constraint.sdc`:
```
current_design mc10179

set clk_period 1.1
set clk_io_pct 0.2

create_clock -name clk0 -period $clk_period

set non_clock_inputs [all_inputs -no_clocks]
set_input_delay [expr $clk_period * $clk_io_pct] -clock clk0 $non_clock_inputs
set_output_delay [expr $clk_period * $clk_io_pct] -clock clk0 [all_outputs]
```
`./design.v`:
```
`timescale 1ns/1ns
module mc10179(input bit [0:3] G,
               input bit [0:3] P,
               input bit CIN,
               output bit GG,
               output bit PG,
               output bit C8OUT,
               output bit C2OUT);
  assign C8OUT = ~|{~G[3],
                    ~|{P[3], G[2]},
                    ~|{P[3], P[2], G[1]},
                    ~|{P[3], P[2], P[1], G[0]},
                    ~|{P[3], P[2], P[1], P[0], CIN}};
  assign C2OUT = ~|{~G[1],
                    ~|{P[1], G[0]},
                    ~|{P[1], P[0], CIN}};
  assign GG = ~|{~G[3],
                 ~|{P[3], G[2]},
                 ~|{P[3], P[2], G[1]},
                 ~|{P[3], P[2], P[1], G[0]}};
  assign PG = P[3] | P[2] | P[1] | P[0];
endmodule  
```
`./run.sh`:
```
#!/bin/bash
# OpenROAD 26Q1-2900-gdf79404cd8, Yosys 0.63+post, stock flow scripts
make -C /OpenROAD-flow-scripts/flow DESIGN_CONFIG=/design/flow/config.mk WORK_HOME=/design/flow/orfs finish
```
`./config.mk`:
```
export PLATFORM = sky130hd
export DESIGN_NAME = mc10179
export DESIGN_NICKNAME = mc10179
export VERILOG_FILES = /design/flow/design.v
export SDC_FILE = /design/flow/constraint.sdc
export NUM_CORES = 4
export LEC_CHECK = 1
export CORE_AREA = 10 10 70 70
export DIE_AREA = 0 0 80 80
```
==> deck_impl_summary.md <==
Run Summary

Synth
  – Number of cells in Yosys stat: 10
  – Gate Count Post-Synth: 10
  – Yosys warnings: 0
  – Yosys chip area: about 46 um^2
  – Cell Type Count: 7
  – Seq/Total Area, Yosys: 0%
  – Syn Area/Cell: approximately 4.6 um^2
  – Mapped cell area: 46.29 um^2

Power and ir drop
  – Reg power frac: 0%
  – Comb pwr share: 100.0%
  – Pint: between 0.03 and 0.04 mW
  – Worst vdd ir: 0.00002431 V
  – NetSw: about 0.025 mW
  – Pleak: approximately 0.092 nW
  – Switching share of power: 41.16%
  – Clk pwr share: 0%
  – Power density cells: 263.0 mW/mm^2

Routing
  – WL final: 478 um
  – WL met2: 173 um
  – Iteration-0 DRC Markers: 7
  – Via density: 1.958
  – Routed Antenna Nets: 0
  – DR top layer: met3
  – Antenna Diode Count: 0
  – Remaining DRCs: 0
  – Met3 WL: 115 um
  – Met1 wire length: 189 um
  – DR WL/cell: 6.639 um
  – DR pass1 iterations: 4
  – DR vias: 141

Floorplan
  – Core area: 0.003416 mm^2
  – I/O Pins: 13
  – Fp util: under 10%
  – Row cnt: 21
  – Die Wd: 80 um
  – Die Ht: 80 um
  – Die ar.: between 0.006 and 0.007 mm^2

Placement
  – Post-DP HPWL: 368.1 um
  – Routability Congestion: just over 0.8
  – Pre-CTS WS: -0.6828 ns
  – Buffers added on ports: 13

Job
  – Max-cap viol count: 0
  – Tool warnings: 32

Timing
  – Tmin final: a little over 1 ns
  – WHS: ~0.77 ns
  – Final Hold Fails: 0
  – RSZ-0062 raised after global routing: no
  – Max Slew Vio Count: 0
  – Setup_tns: 0 ns
  – Max Clk Rate: 962.6 MHz
  – Fin crit share: approximately 94%
  – Final worst setup slack: 0.06112 ns
  – # setup viols final: 0
  – Slew margin rel.: 89.44%
  – Slew of the pin with the lowest slew margin: 0.1584 ns

Critical path
  – CP Launch Type: input port
  – Worst setup startpoint: G[1]
  – Worst Setup End Kind: primary output
  – Setup crit end: C8OUT
  – WP data arrival: ~0.82 ns
  – Worst path max stage delay: 0.17 ns
  – Crit path DRT: 0.88 ns
  – CP Max Fanout: 3
  – Critical Path, Cell by Cell: clkdlybuf4s15_1 > o21ai_2 > o21a_1 > nor2_1 > buf_2
  – Crit Path Class: in -> out
  – CP max stage cell: clkdlybuf4s15_1

Min path
  – Worst Hold Class: in -> out

CTS
  – # hold bufs at CTS: 0

Global routing
  – First-pass GRT wire length: between 700 and 800 um
  – Largest net degree at the start of global routing: 4
  – Vias in the first global route: 142
  – Grt total ovfl: 0
  – Initial antenna violation count: 0
  – Overall routing resource usage: 1.362%

Status
  – Outcome: completed

Final layout
  – Area delta synth->final: 408.1%
  – Register area: 0 um^2
  – # clk buffers: 0
  – Flops: 0
  – Share of post-route cells with drive strength above 1: 61.54%
[power by group through the flow]
stage | sequential (mW) | clock, mW | combinational (mW)
6_report | 0 | 0 | 0.0619
5_1_grt | 0 | 0 | 0.0690
4_1_cts | 0 | 0 | 0.0565
[layout by cell type (no fill, tap or decap), drive strengths merged]
cell and instances:
buf 9, nor3 1, clkdlybuf4s15 2, o21ai 2, clkbuf 3, dlygate4sd2 2, a21oi 1, nor2 4
nand2 1, o21a 1
[worst min-delay path by stage]
stage | startpoint | end | slack (ns) | depth (start not counted)
final | CIN | C2OUT | 0.77 | 4
after global routing | CIN | C2OUT | 0.79 | 4
after CTS | P[0] | C2OUT | 0.76 | 4
[layer usage]
metal  global-route usage, %  vias to the layer above
met3                   1.136                        0
met4                       0                        0
met2                   2.006                       11
met5                       0                        -
met1                   1.582                       61
li1                        -                       69
[synth_stat cells]
master	number	share of area, %
o21a_1	1	16
nor3_1	1	11
nand2_1	1	8.1
nor2_1	4	32
o21ai_0	1	11
o21ai_1	1	11
a21oi_1	1	11
[cell type report]
cell class         count  area (um^2)
fillers              411         3181
repair buffers        16        105.1
multi-input cells     10        72.57
well taps             46        57.56
[logic make-up after synthesis]
logic type	Yosys count	share of synthesized area, %
AND-OR/OR-AND	4	48.62
AND/OR/NAND/NOR	6	51.32
[critical path, delay by kind of cell]
| kind | cells | cell delay, ns |
|---|---|---|
| AOI/OAI and AO/OA | 2 | 0.23 |
| buffers and inverters | 2 | 0.27 |
| and+or+nand+nor | 1 | 0.09 |
[metrics by stage]
step / instances / cell area [um^2] / power (mW) / util (%)
5_1_grt: 72 / 235.2 / 0.06897 / 6.886
4_1_cts: 72 / 232.7 / 0.05649 / 6.813
2_1_floorplan: 10 / 46.29 / 0.01030 / -
3_5_place_dp: 70 / 241.5 / 0.06594 / 7.070
3_3_place_gp: 70 / 241.5 / 0.06536 / 7.070
6_report: 72 / 235.2 / 0.06186 / 6.886
[repair_timing]
item / in CTS / in global routing
setup buffers: 2 / 0
cloned: 0 / 0
gates resized: 35 / 8
hold endpoints to repair: 0 / 0
endpoints found under the setup margin: 4 / 2
pin swaps: 8 / 5
Power figures rest on the tool's default switching activity, not on a simulated workload.
