--- flow/constraint.sdc ---
current_design USR4

set clk_period 1.3
set clk_io_pct 0.2

create_clock -name clk0 -period $clk_period [get_ports {CLK}]

set non_clock_inputs [all_inputs -no_clocks]
set_input_delay [expr $clk_period * $clk_io_pct] -clock clk0 $non_clock_inputs
set_output_delay [expr $clk_period * $clk_io_pct] -clock clk0 [all_outputs]
--- flow/config.mk ---
export PLATFORM = sky130hd
export DESIGN_NAME = USR4
export DESIGN_NICKNAME = USR4
export VERILOG_FILES = /design/flow/design.v
export SDC_FILE = /design/flow/constraint.sdc
export NUM_CORES = 4
export LEC_CHECK = 1
export CORE_AREA = 10 10 70 70
export DIE_AREA = 0 0 80 80
--- flow/run.sh ---
#!/bin/bash
# OpenROAD 26Q1-2900-gdf79404cd8, Yosys 0.63+post, stock flow scripts
make -C /OpenROAD-flow-scripts/flow DESIGN_CONFIG=/design/flow/config.mk WORK_HOME=/design/flow/orfs finish
--- flow/design.v ---
`timescale 1ns/1ns
module USR4(input bit S0,
            input bit [0:3] D,
            input bit S3,
            input bit [0:1] SEL,
            input bit CLK,
            output bit [0:3] Q);
  always_ff @(posedge CLK) unique case (SEL)
                           2'b00: Q <= D;               
                           2'b01: Q <= {S0, Q[0:2]};    
                           2'b10: Q <= {Q[1:3], S3};    
                           2'b11:;                      
                           endcase
endmodule
==> Slide: Implementation Results <==
Flow Results at a Glance

Run status
  • Status: finished, final reports clean

Flow run
  • Max Cap Viol: 0
  • Tool warnings: 27

Global route
  • Grt ovf: 0
  • Largest net degree at the start of global routing: 9
  • Antenna violations before repair: 0
  • First-pass GRT wire length: 1.10 mm
  • Vias in the first global route: 266
  • GRT Util Overall: 2.16%

Floorplanning
  • Width of the die: 80 um
  • Chip Area: 6400 um^2
  • Core ar.: 3420 um^2
  • I/O pin total: 13
  • FP Rows: 21
  • Die height: 80 um
  • Initial core utilization: 6.85%

STA
  • Worst slew pin tran: 0.168 ns
  • Slew Viols, Final: 0
  • Tmin final: 1.16 ns
  • Final hold violation count: 0
  • Fin crit share: 89.1%
  • Max_slew headroom: 88.8%
  • # setup viols final: 0
  • Unrepaired setup endpoints after global routing: no
  • F_max: 863 MHz
  • Clk_skew: 0.00234 ns
  • Setup tns final: 0 ns

Clock network
  • Clock sink total: 4
  • Root buf cell: clkbuf_4
  • Clock transition at path regs: 0.04 ns
  • Post-CTS Hold Buffers: 0
  • Max Root-Sink Buffers: 2
  • CTS tree: built
  • Total CTS buffers: 3
  • Clk latency of the worst-skew pair: 0.23 ns
  • Max H-tree Level: 1

Place
  • Number of I/O port buffers: 12
  • Placer Congestion: 0.826

Worst setup path
  • Crit Path Category: reg -> out
  • Critical Path Max Stage Delay: 0.40 ns
  • Worst-path cell chain: dlygate4sd2_1
  • Critical path capture point type: output port
  • Crit path max-delay family: flip-flops
  • CP Launch Type: flip-flop
  • CP Max Fanout: 2
  • WP data arrival: 0.90 ns
  • Critical path buffers and inverters: 1
  • CP max-delay cell: edfxtp_1
  • WP data required: 1.04 ns

Route
  • Drt first-iter violations: 11
  • Ant. Diodes: 0
  • Antenna-violating nets left: 0
  • Drt wl/cell: 8.26 um
  • Total Routed Length: 710 um
  • Vias per inst: 2.70
  • DR vias: 232
  • DRT Pass-1 Iters: 4
  • # DRC: 0

Finish
  • Max FFs per register: 4
  • Layout Area Growth over Synthesis: 102%
  • Core Util, Final: 13.8%
  • Top flop regs: Q (4)
  • Layout cells sized above 1: 22.5%
  • Reg with most FFs: Q
  • Most common logic cell in the routed design: clkdlybuf4s50_1
  • Most frequent cells in the layout: clkdlybuf4s50_1 (6), dlygate4sd2_1 (5), edfxtp_1 (4), nand2_1 (4), o21ai_1 (4)

Synth
  • Ranking of synthesized cells by area: edfxtp_1 (51%), ha_1 (16%), a22oi_1 (13%)
  • Syn Std Cell Area: 234 um^2
  • Dominant cell area share: 51.3%
  • Syn. warnings: 1
  • Mapped Cells: 22
  • Register share after synthesis: 51.3%
  • Area leader, netlist: edfxtp_1
  • Yosys chip area: 234 um^2
  • Ys cells: 22
  • #FFs+latches synth: 4
  • Unique cell types: 6
  • Syn Area/Cell: 10.6 um^2

Min path
  • HP Class: in -> reg

Power
  • VDD IR max: 0.298 mV
  • Overall power: 0.429 mW
  • PwrDens: 906 nW/um^2
  • Pleak: 0.193 nW
-- worst paths after layout --
kind                  start              to  slack, ns  depth (start not counted)
max          Q[2]$_DFFE_PP_            Q[2]       0.14                          1
min                  SEL[1]  Q[3]$_DFFE_PP_       0.59                          3
max reg2reg  Q[2]$_DFFE_PP_  Q[1]$_DFFE_PP_       0.23                          3
min reg2reg  Q[3]$_DFFE_PP_  Q[2]$_DFFE_PP_       0.64                          2
-- worst reg2reg max path, cell delays in order (launching register included) --
cell      delay [ns]
edfxtp_1        0.40
buf_4           0.16
a22oi_1         0.18
o21ai_1         0.07
-- power by group --
group	switching (mW)	internal [mW]
logic	0.0395	0.0681
clock network	0.0470	0.103
registers	0.00839	0.163
-- final cells by class --
type / count / area [um^2]
clock buffer: 3 / 22.5
fill: 395 / 2940
inverter: 3 / 11.3
multi-input combinational: 15 / 123
sequential: 4 / 120
tap: 46 / 57.6
timing repair buffer: 15 / 139
-- cells in the mapped netlist, drive strengths merged --
cell type / n
a22oi: 4
o21ai: 4
ha: 3
inv: 3
nand2: 4
edfxtp: 4
-- routing by layer --
layer	wire length, um	share of wire [%]	GRT usage, %	up-vias
met2	290	41	2.57	14
li1	-	-	-	116
met3	95	13	1.48	2
met5	0	0	0	-
met4	4	0.56	0.704	0
met1	320	45	2.96	100
-- kinds of logic (layout without fill, tap and decap cells) --
kind of cell,after synthesis,count (layout),share of synthesized area (%)
compound gates,8,8,21.4
fa+ha+maj,3,3,16.0
buf+inv,3,21,4.81
simple gates,4,4,6.42
flops,4,4,51.3
-- metrics by stage --
stage	hold WS (ns)	area, um^2	setup WS, ns	std cells
3_3_place_gp	0.636	412	-0.306	80
6_report	0.593	473	0.142	86
4_1_cts	0.649	465	0.00614	86
2_1_floorplan	0.454	234	0.268	22
3_5_place_dp	0.632	412	-0.330	80
5_1_grt	0.630	473	0.110	86
-- repair_timing --
action,CTS,global route
gates resized,8,2
endpoints found under the setup margin,8,4
buffers inserted,3,0
cloned,0,0
No activity file was given, so power comes from the tool's default toggle rates.
